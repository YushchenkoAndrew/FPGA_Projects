## ./config.mk

```make
export PLATFORM = sky130hd
export DESIGN_NAME = EightBitMusic
export DESIGN_NICKNAME = EightBitMusic
export VERILOG_FILES = /design/flow/design.v
export SDC_FILE = /design/flow/constraint.sdc
export NUM_CORES = 4
export LEC_CHECK = 1
export CORE_UTILIZATION = 50
```

## ./constraint.sdc

```tcl
current_design EightBitMusic

set clk_period 7.0
set clk_io_pct 0.2

create_clock -name clk0 -period $clk_period [get_ports {i_NextNote}]
create_clock -name clk1 -period $clk_period [get_ports {i_clk}]

set non_clock_inputs [all_inputs -no_clocks]
set_input_delay [expr $clk_period * $clk_io_pct] -clock clk0 $non_clock_inputs
set_output_delay [expr $clk_period * $clk_io_pct] -clock clk0 [all_outputs]
```

## ./design.v

```verilog
`timescale 1ns / 1ps
module EightBitMusic(
	input i_clk,
	input i_NextNote,
	input[8:0] i_Note,
	output reg o_Frequency
    );
	localparam A4			= 113636;
	localparam A4_Sharp	= 107259;
	localparam B4			= 101230;
	localparam C4			=  95551;
	localparam C4_Sharp	=  90187;
	localparam D4			=  85126;
	localparam D4_Sharp	=  80354;
	localparam E4			=  75840;
	localparam F4			=  71584;
	localparam F4_Sharp	=  67567;
	localparam G4			=  63775;
	localparam G4_Sharp	=  60194;
	reg[32:0] r_Delay = 'b0;
	reg[32:0] r_Border = 'b0;
	always @(posedge i_clk)
		begin
			r_Delay = r_Delay + 1;
			if (r_Delay >= r_Border)
				begin
					o_Frequency <= r_Border != 'b111111 ? ~o_Frequency : 'b0;
					r_Delay = 'b0;
				end
		end
	always @(posedge i_NextNote)
		begin
			case (i_Note[8:4])
				'h0A:	r_Border = i_Note[3:0] >= 'h04 ? A4 >> (i_Note[3:0] - 'h04) : A4 << ('h04 - i_Note[3:0]);
				'h1A:	r_Border = i_Note[3:0] >= 'h04 ? A4_Sharp >> (i_Note[3:0] - 'h04) : A4_Sharp << ('h04 - i_Note[3:0]);
				'h0B:	r_Border = i_Note[3:0] >= 'h04 ? B4 >> (i_Note[3:0] - 'h04) : B4 << ('h04 - i_Note[3:0]);
				'h0C:	r_Border = i_Note[3:0] >= 'h04 ? C4 >> (i_Note[3:0] - 'h04) : C4 << ('h04 - i_Note[3:0]);
				'h1C:	r_Border = i_Note[3:0] >= 'h04 ? C4_Sharp >> (i_Note[3:0] - 'h04) : C4_Sharp << ('h04 - i_Note[3:0]);
				'h0D:	r_Border = i_Note[3:0] >= 'h04 ? D4 >> (i_Note[3:0] - 'h04) : D4 << ('h04 - i_Note[3:0]);
				'h1D:	r_Border = i_Note[3:0] >= 'h04 ? D4_Sharp >> (i_Note[3:0] - 'h04) : D4_Sharp << ('h04 - i_Note[3:0]);
				'h0E:	r_Border = i_Note[3:0] >= 'h04 ? E4 >> (i_Note[3:0] - 'h04) : E4 << ('h04 - i_Note[3:0]);
				'h0F:	r_Border = i_Note[3:0] >= 'h04 ? F4 >> (i_Note[3:0] - 'h04) : F4 << ('h04 - i_Note[3:0]);
				'h1F:	r_Border = i_Note[3:0] >= 'h04 ? F4_Sharp >> (i_Note[3:0] - 'h04) : F4_Sharp << ('h04 - i_Note[3:0]);
				'h00:	r_Border = i_Note[3:0] >= 'h04 ? G4 >> (i_Note[3:0] - 'h04) : G4 << ('h04 - i_Note[3:0]);
				'h10:	r_Border = i_Note[3:0] >= 'h04 ? G4_Sharp >> (i_Note[3:0] - 'h04) : G4_Sharp << ('h04 - i_Note[3:0]);
			endcase
		end
endmodule
```

## ./run.sh

```bash
#!/bin/bash
# OpenROAD 26Q1-2900-gdf79404cd8, Yosys 0.63+post, stock flow scripts
make -C /OpenROAD-flow-scripts/flow DESIGN_CONFIG=/design/flow/config.mk WORK_HOME=/design/flow/orfs finish
```

==> results.yml <==
# yosys + openroad results
final_timing:
  tightest_slew_ns: 0.961
  relSlewSlack_pct: 35.8
  fin_skew_ns: 0.00502
  finalMaxSlewViolations: 0
  rsz0062_at_grt: "false"
  hold_violations: 0
  fin_tns_setup_ns: 0
  final-setup-viol-count: 0
power:
  pwr-share-comb_pct: 26.2
  p_leak_nw: 2.84
  seqPwrFrac_pct: 37.5
  power_switching_w: 0.000371
  powerDensity_mw_per_mm2: 171
  vdd_drop_max_mv: 0.0902
  clockPowerShare_pct: 36.2
  swShare_pct: 30.7
  power_w: 0.00121
  intPower_w: 0.000835
global_route:
  grt_pass1_vias: 6033
  grt_max_degree: 54
  grt_use_met2_pct: 48.6
  busiest_layer: "met2"
  antenna_found_initial: 0
  grt.overflow.total: 0
  grt_use_met1_pct: 41.1
  groute.usage.overall_pct: 30.4
  use_met3_pct: 3.62
  grt_pass1_wl_um: 32300
flow_run:
  maxCapViolations: 0
  warnings: 28
floorplanning:
  core_area_mm2: 0.0128
  ios: 12
  chipWidth_um: 117
  fp-utilization_pct: 52.1
  rows: 41
  dieArea_mm2: 0.0138
  die_y_um: 117
worst_setup_path:
  cp_data_arrival_time_ns: 5.15
  r2r-start: "r_Delay[6]"
  critical_path_class: "in -> reg"
  critPathMaxFanout: 21
  cp.required_ns: 7.01
  endpoint_kind: "flop"
  crit_path_start_kind: "input port"
  r2r-end: "o_Frequency"
  r2r_setup_slack_ns: 2.54
  r2r_cells: 14
place:
  dpl.cell_count: 967
  post_dp_cell_area_mm2: 0.00676
  port_buffers: 10
  place_hpwl_um: 15400
  gp_congestion: 0.985
layout:
  n_fill_cell: 1180
  fin_cells: 983
  drive_gt1_share_pct: 7.64
  fin_util_pct: 55.4
  syn_to_final_growth_pct: 6.30
  fin_area_mm2: 0.00707
synthesis:
  ys_cells: 829
  syn-mean-instance-area_um2: 8.03
  netlist_area_mm2: 0.00665
  synthArstFlopShare_pct: 0
  top_cell: "nand2_1"
  ys_ff: 67
  synthDistinctLibCells: 92
  top_cells_by_count: "nand2_1 (67), nor2_1 (52), a21oi_1 (46)"
  yosysWarnings: 1
  synth.top_cell.area_share_pct: 15.3
  topCellsByArea: "edfxtp_1 (15%), dfxtp_1 (9.9%), ha_1 (7.1%)"
  synthCells: 829
  yosys.stat.seqShare_pct: 25.3
  flop_cell: "edfxtp_1"
  yosys.area.top_type: "edfxtp_1"
  ys_area_mm2: 0.00665
  edf_count: 34
outcome:
  status: "finished clean"
drt:
  routedWlPerCell_um: 20.5
  first_pass_iters: 6
  vias_per_cell: 6.45
  wirelength_um: 20200
  drc: 0
  antenna_left: 0
  num_vias: 6342
  drtIter0Drc: 494
  diodes: 0
clock_tree:
  cts_setup_buffers: 0
  cts.sinks: 67
  cts_resized: 0
  clk_pin_slew_ns: 0.05
  cts_tree: "yes"
  cts-hold-fix-buffers: 0
min_path:
  worstHoldEndpoint: "r_Delay[0]"
  holdCritStartpoint: "r_Delay[0]"
  holdCritPathClass: "reg -> reg"
  hold_depth: 1
==> critical path, cell delays in order <==
cell and delay (ns):
clkdlybuf4s50_1 0.98, inv_1 0.37, ha_1 0.39, a21oi_1 0.56
a2111oi_0 0.17, a221oi_2 0.43, a21oi_2 0.19, a221oi_2 0.47
o22ai_1 0.17
==> stage by stage <==
stage	worst slack, ns	hold WS (ns)
2_1_floorplan	1.95	0.445
3_3_place_gp	1.69	0.462
3_5_place_dp	1.66	0.480
4_1_cts	1.96	0.497
5_1_grt	1.76	0.535
6_report	1.86	0.500
==> placed cells by master, fill, tap and decap left out, types with 6 or more instances in the layout <==
master	count
nand2b_1	12
dfxtp_1	33
o211ai_1	15
nand4_1	20
mux2i_1	7
buf_4	19
xor2_1	9
o21a_1	9
and3_1	11
ha_1	38
clkdlybuf4s50_1	10
o22ai_1	10
edfxtp_1	34
and2_1	7
clkbuf_16	10
nand2_1	67
a21oi_1	46
o31ai_1	10
nor3_1	17
inv_1	43
nor4_1	11
nor2b_1	42
a211oi_1	9
a21o_1	19
xnor2_1	30
a31oi_1	12
nor3b_1	6
o221ai_1	6
a221oi_1	8
nand3_1	37
o21ai_0	22
nor2_1	52
==> how the worst max path moves through the flow <==
stage,from,slack [ns],endpoint
4_1_cts,i_Note[1],1.96,r_Border[21]
5_1_grt,i_Note[1],1.76,r_Border[21]
6_report,i_Note[1],1.86,r_Border[21]
==> routing by layer <==
layer / share of wire [%] / up-vias / wire length [µm]
met1: 41 / 2947 / 8350
met2: 47 / 243 / 9550
met5: 0 / - / 0
met3: 5.1 / 75 / 1020
met4: 6.3 / 0 / 1270
li1: - / 3077 / -
==> power groups by stage <==
stage | combinational [W] | clock (W) | sequential, W
6_report | 0.000316 | 0.000437 | 0.000453
4_1_cts | 0.000309 | 0.000445 | 0.000453
5_1_grt | 0.000342 | 0.000460 | 0.000454
==> cell families (layout without fill, tap and decap cells) <==
group / after synthesis / in the layout / share of synthesized area, %
simple gates: 322 / 322 / 26.4
mux: 7 / 7 / 1.05
buf+inv: 110 / 92 / 7.94
xor+xnor: 40 / 40 / 5.38
other cells: 1 / 1 / 0.0564
flops: 67 / 67 / 25.3
fa+ha+maj: 39 / 39 / 7.30
compound gates: 243 / 243 / 26.6
==> area by class of cell <==
cell class	instances	area, µm²	share of cell area (%)
Clock buffer	13	292	4.12
Clock inverter	3	17.5	0.248
Inverter	47	176	2.49
Multi-Input combinational cell	652	4450	62.9
Sequential cell	67	1680	23.8
Tap cell	172	215	3.04
Timing Repair Buffer	29	243	3.43
==> registers in the layout, summed over array words and instances, names as in the netlist <==
| register | cells |
|---|---|
| r_Delay | 33 |
| o_Frequency | 1 |
| r_Border | 33 |
Power is estimated from default activity; no workload was simulated.
