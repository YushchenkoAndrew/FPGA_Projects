[flow/config.mk]
export PLATFORM = sky130hd
export DESIGN_NAME = KeyboardDisplay
export DESIGN_NICKNAME = KeyboardDisplay
export VERILOG_FILES = /design/flow/design.v
export SDC_FILE = /design/flow/constraint.sdc
export NUM_CORES = 4
export LEC_CHECK = 1
export CORE_UTILIZATION = 50
[flow/constraint.sdc]
current_design KeyboardDisplay

set clk_period 13.3
set clk_io_pct 0.2

create_clock -name clk0 -period $clk_period [get_ports {i_clk}]

set non_clock_inputs [all_inputs -no_clocks]
set_input_delay [expr $clk_period * $clk_io_pct] -clock clk0 $non_clock_inputs
set_output_delay [expr $clk_period * $clk_io_pct] -clock clk0 [all_outputs]
[flow/design.v]
`timescale 1ns / 1ps
module KeyboardDisplay(
    input i_clk,
		input[23:0] i_Data,
		output[3:0] o_Chosen_Segment,
		output[7:0] o_SevenSegmentDisplay
    );
	reg CLK = 'b0;
	reg[15:0] r_Delay = 'b0;
	reg[15:0] r_KeyData = 'b0;
	reg r_Enable = 'b1;
	reg[3:0] r_Chosen_Segment = 'b1110;
	reg[7:0] r_SevenSegmentDisplay = 7'b0110000;
	reg[31:0] r_Data = 'h0FFFFFFFF;
	reg[39:0] r_LastData = 'b0;
	function[7:0] getChar;
		input [7:0] i_State;
		begin
			getChar = 'b0;
			case (i_State)
				8'h45	:	getChar = 8'b11000000;		 
				8'h16	:	getChar = 8'b11111001;		 
				8'h1E	:	getChar = 8'b10100100;		 
				8'h26	:	getChar = 8'b10110000;		 
				8'h25	:	getChar = 8'b10011001;		 
				8'h2E	:	getChar = 8'b10010010;		 
				8'h36	:	getChar = 8'b10000010;		 
				8'h3D	:	getChar = 8'b11111000;		 
				8'h3E	:	getChar = 8'b10000000;		 
				8'h46	:	getChar = 8'b10010000;		 
				8'h1C	:	getChar = 8'b10001000;		 
				8'h32	:	getChar = 8'b10000011;		 
				8'h21	:	getChar = 8'b11000110;		 
				8'h23	:	getChar = 8'b10100001;		 
				8'h24	:	getChar = 8'b10000110;		 
				8'h2B	:	getChar = 8'b10001110;		 
				8'h33	:	getChar = 8'b10001001;		 
				8'h43	:	getChar = 8'b11001111;		 
				8'h4B	:	getChar = 8'b11000111;		 
				8'h31	:	getChar = 8'b10101011;		 
				8'h44	:	getChar = 8'b10100011;		 
				8'h4D	:	getChar = 8'b10001100;		 
				8'h15	:	getChar = 8'b10011000;		 
				8'h2D	:	getChar = 8'b10101111;		 
				8'h1B	:	getChar = 8'b10010010;		 
				8'h2C	:	getChar = 8'b10000111;		 
				8'h3C	:	getChar = 8'b11000001;		 
				8'h29	:	getChar = 8'b11111111;		 
				8'h4E	:	getChar = 8'b10111111;		 
				8'h49	:	getChar = 8'b01111111;		 
				8'h66	:	getChar = 8'h66;				 
			endcase
		end
	endfunction
	reg[31:0] r_DisplayData = 'b0;
	always @(posedge CLK)
		begin
			r_Chosen_Segment = {r_Chosen_Segment[2:0], 1'b1};
			r_DisplayData = r_DisplayData >> 8;
			if (r_Chosen_Segment == 4'b1111)
				begin
					r_Chosen_Segment = 4'b1110;
					r_DisplayData = r_Data;
				end
			r_SevenSegmentDisplay = r_DisplayData[7:0];
		end
	always @(posedge i_clk)
		begin
			if (r_KeyData[15:8] != 'hF0 && r_Enable == 1'b1)
				begin
					r_LastData = {r_LastData[31:24], r_Data};
					r_Data = r_Data << 8;
					r_Enable = 'b0;
				end
			r_Data[7:0] = getChar(r_KeyData[7:0]);
			case(r_Data[7:0])
				8'h66	:	r_Data = r_LastData[39:8];
			endcase
			if (r_KeyData[15:8] == 'hF0)
				begin
					r_Enable = 1'b1;
					if (r_Data[7:0] == 'b0)
						r_Data = r_LastData[31:0];
				end
		end	
	always @(posedge i_clk)
		begin
			r_Delay = r_Delay + 1'b1;
			if (r_Delay == 'b0)
				CLK = ~CLK;
		end
	always @(*)
		begin
			r_KeyData = i_Data;
		end
	assign o_SevenSegmentDisplay = r_SevenSegmentDisplay;
	assign o_Chosen_Segment = r_Chosen_Segment;
endmodule
[flow/run.sh]
#!/bin/bash
# OpenROAD 26Q1-2900-gdf79404cd8, Yosys 0.63+post, stock flow scripts
make -C /OpenROAD-flow-scripts/flow DESIGN_CONFIG=/design/flow/config.mk WORK_HOME=/design/flow/orfs finish
==> reports/results.ini <==
[run_status]
status = finished, final reports clean

[sta]
setup_viol = 0
fin_skew_ns = 0.00897
period_minus_slack_ns = 6.91
untimed_endpoints = 48
fmax_ghz = 0.145
rsz0062_at_grt = no
period_used_pct = 51.9
tns_ns = 0
hold_viol = 0
unclocked_regs = 36
report.final.slew_viol_count = 0
slew_headroom_pct = 51.3
tightestPinTransition_ns = 0.730

[route]
vias = 4042
vias_per_cell = 5.48
n_antenna_cell = 0
drt-total-wl_um = 11100
first_iter_violations = 163
postRouteAntennaNets = 0
dr.pass1.iters = 4
drc = 0
wl_per_cell_um = 15.1

[worst_setup_path]
critical_path_arrival_ns = 7.13
start_kind = input port
ff2ff_path_depth = 9
crit_required_ns = 13.52
r2r-end = r_Data[21]$_DFF_P_
critPathKind = in2reg
worstReg2RegStart = r_Enable$_SDFFE_PP1P_
cp_max_fo = 49
max_stage_delay_ns = 0.69
ff2ff_setup_slack_ns = 9.66
slowest_stage = buf_4
crit_chain = clkdlybuf4s50_1 -> or4_1 -> o21ai_4 -> buf_4 -> mux2i_1 -> clkinv_1 -> a31oi_1 -> a41oi_1 -> a211oi_4 -> nand4_4 -> mux2_4
crit_path_end_kind = flop

[synthesis]
netlist_area_mm2 = 0.00578
edf_count = 1
synth_cells = 593
synth.distinct_cells = 74
numSynthFlops = 126
synth_seq_share_pct = 43.8
yosys_warnings = 1
synth_stat.cells = 593
async_reset_ff_share_pct = 0
synth_top_flop_cell = dfxtp_1
ys_chip_area_mm2 = 0.00578
synth_area_per_cell_um2 = 9.74

[floorplan]
initCoreUtil_pct = 52.4
rows = 38
ioPinCount = 37
die_area_mm2 = 0.0120
core_area_mm2 = 0.0110
die_width_um = 109
die_y_um = 109

[pwr]
p_leak_uw = 0.00288
vdd_drop_max_uv = 62.8
power_switching_share_pct = 21.9
switching_power_uw = 128
seqPwrFrac_pct = 47.2
power_density_mw_per_mm2 = 92.0
power_frac_comb_pct = 7.6
p_int_uw = 456
pwr-share-clk_pct = 45.2

[global_route]
antenna_found_initial = 0
track_usage_pct = 20.3
grt_pass1_wl_um = 18500
grt_pass1_vias = 3834
grt_remaining_overflow = 0
grt_max_degree = 50

[worst_hold_path]
holdCritPathClass = reg2reg
hold_depth = 1
hp-start = r_Delay[15]$_DFF_P_
worstHoldEndpoint = r_Delay[15]$_DFF_P_

[placed_design]
gp_congestion = 0.877
port-buffer-count = 28
place_hpwl_um = 7430
placed_area_mm2 = 0.00604

[job]
warning_count = 39
drv_cap = 0

[clocking]
post_cts_buffers = 0
clk_pin_slew_ns = 0.06
cts_tree = yes
post_cts_resized = 0
cts.htree.levels = 3
cts_hold_buf = 0
root_buffer = clkbuf_16
cts_buffers = 9
clk-insertion-delay-late_ns = 0.33
cts_buffer_depth = 2

[final_layout]
fillers = 970
drive_gt1_share_pct = 14.5
final_area_mm2 = 0.00635
syn_to_final_growth_pct = 9.85

-- cells in the mapped netlist (8+ instances only) --
master	count	share of area, %
dfxtp_1	125	43
nand2_1	88	5.7
mux2i_1	44	7.6
mux2_2	35	6.8
nand3_1	27	2.3
a21oi_1	21	1.8
o21ai_0	19	1.6
nor2_1	16	1.0
inv_1	15	0.97
clkbuf_1	13	0.84
buf_2	12	1.0
mux2_4	12	3.1
xnor2_1	12	1.8
and2_1	11	1.2
nor3_1	9	0.78
buf_4	8	1.0
ha_1	8	1.7
nor2b_1	8	0.87
-- cells by family (layout without fill, tap and decap cells) --
family          Yosys count  count (layout)  synth area share [%]
xor+xnor                 15              15                  2.27
compound gates           87              87                  10.8
simple gates            200             200                  17.4
mux                      93              93                  18.2
buf+inv                  64              69                  5.85
flops                   126             126                  43.8
fa+ha+maj                 8               8                  1.73
-- sequential cells by signal, summed over array words and instances (netlist names) --
register and cells:
r_Enable 1, r_SevenSegmentDisplay 7, r_Delay 16, r_Chosen_Segment 4, r_LastData 40, CLK 1, r_Data 32, r_DisplayData 25
-- power by group through the flow --
stage | sequential (uW) | combinational [uW] | clock, uW
final | 275 | 44.5 | 264
after global routing | 276 | 48.4 | 281
after CTS | 275 | 44.3 | 270
-- critical path: cells and delay by family --
kind,cells,cell delay (ns)
AOI/OAI and AO/OA,4,1.29
buffers and inverters,3,1.19
muxes,2,0.81
and+or+nand+nor,2,1.14
-- metrics by stage --
step                      hold WS [ns]  power [uW]  util, %  std cells  worst slack [ns]
final                            0.443         584     57.5        738              6.39
after global routing             0.455         605     57.5        738              6.07
after CTS                        0.446         590     57.5        738              6.39
after detailed placement         0.434         326     54.7        723              6.05
after global placement           0.427         325     54.7        723              6.05
after floorplan                  0.406         313        -        593              8.10
-- how the worst max path moves through the flow --
| stage | to | cells after the start | startpoint |
|---|---|---|---|
| after global routing | r_Data[14]$_DFF_P_ | 11 | i_Data[9] |
| final | r_Data[21]$_DFF_P_ | 11 | i_Data[9] |
| after CTS | r_Data[15]$_DFF_P_ | 11 | i_Data[9] |
-- routing by layer --
| metal | up-vias | global-route usage, % | routed length [um] |
|---|---|---|---|
| met3 | 10 | 2.48 | 229 |
| met5 | - | 0 | 0 |
| met2 | 50 | 33.0 | 5100 |
| met1 | 1907 | 30.9 | 5700 |
| met4 | 0 | 2.48 | 102 |
| li1 | 2075 | - | - |
-- cells in the final DEF, fill, tap and decap left out, drive strengths merged, types with 6 or more instances in the layout --
cell,count
dfxtp,125
ha,8
mux2i,44
nor2,17
a31oi,6
and3,7
clkdlybuf4s50,28
and2,12
nor3,9
nand2,88
o21ai,23
clkbuf,10
mux2,48
buf,8
nand2b,6
nor2b,9
inv,17
xnor2,12
nand4,7
a21oi,21
nand3,27
-- final cells by class --
type	instances	area (um^2)	area share, %
Multi-Input combinational cell	403	2920	46.0
Timing Repair Buffer	36	340	5.36
Sequential cell	126	2530	39.9
Clock inverter	5	81.3	1.28
Tap cell	140	175	2.76
Clock buffer	10	229	3.61
Inverter	18	67.6	1.06
Power and IR drop assume default switching activity.
